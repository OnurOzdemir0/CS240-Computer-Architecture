==> flow/design.v <==
module riscvcore
  (
    clk,
    rst, 
    memAddr,
    dataRd,
    dataWr,
    wrEn,
    mask
  );
  input clk, rst;
  input [31:0] dataRd;
  output reg [13:0] memAddr;
  output reg [31:0] dataWr;
  output reg wrEn;
  output reg [3:0] mask;
  reg [31:0] PC, PC_next;
  reg [1:0] state, state_next;   
  reg [31:0] instr, instr_next;  
  reg [31:0] regfile [0:31];
  reg [31:0] result, result_next;  
  reg regfileWr, regfileWr_next;   
  wire [31:0] decoder_in;
  wire [6:0] opcode;
  wire [4:0] rd;
  wire [2:0] funct3,aluControl;
  wire [4:0] rs1;
  wire [4:0] rs2;
  wire [6:0] funct7;
  wire [11:0] imm12;
  wire [19:0] imm20;
  wire regWrite, aluSrcA, aluSrcB, memWrite, branch, jump;
  wire [1:0] immSrc, resultSrc, aluOP;
  assign decoder_in = (state == 1) ? dataRd:instr;
  riscv_decoder decoder(
    .clk(clk),
    .rst(rst),
    .in(decoder_in),
    .opcode(opcode),
    .rd(rd),
    .funct3(funct3),
    .rs1(rs1),
    .rs2(rs2),
    .funct7(funct7),
    .imm12(imm12),
    .imm20(imm20),
    .aluControl(aluControl),
    .regWrite(regWrite),
    .aluSrcA(aluSrcA),
    .aluSrcB(aluSrcB),
    .memWrite(memWrite),
    .branch(branch),
    .jump(jump),
    .immSrc(immSrc),
    .resultSrc(resultSrc),
    .aluOP(aluOP)
  );
  always @(posedge clk) begin
    PC <= #1 PC_next;
    state <= #1 state_next;
    instr <= #1 instr_next;
    regfileWr <= #1 regfileWr_next;
    result <= #1 result_next;
    if (regfileWr)
      regfile[rd] <= #1 result;
  end
  always @(*) begin
    PC_next = PC;
    state_next = state + 1;
    instr_next = instr;
    regfileWr_next = 0;
    result_next = result;
    wrEn = 0;
    mask = 0;
    if (rst) begin
    	PC_next = 0;
      	state_next = 0;
     	regfileWr_next = 0;
    end else
      case(state)
        0: begin
            PC_next = PC + 4;
            memAddr = PC;
            state_next = 1;
        end
        1: begin
            instr_next = dataRd;
            state_next = 2;
        end
        2: begin
            if (memWrite) begin
            memAddr = result;
            dataWr = regfile[rs2];
            wrEn = 1;
            end
            if (branch) begin
            if (result) begin
                PC_next = PC + imm12;
            end
            else begin
                PC_next = PC + 4;
            end
            end
            else if (jump) begin
            PC_next = result;
            end
            else begin
            result_next = resultSrc ? imm12 : result;
            regfileWr = regWrite;
            end
            state_next = 3;
        end
        3: begin
            if(regWrite) begin 
            regfile[rd] = result;
            end
            PC_next = PC;
            state_next = 0;
        end
      endcase
  end
endmodule
module riscv_decoder(
  input clk,
  input rst,
  input [31:0] in,
  output reg [6:0] opcode,
  output reg [4:0] rd,
  output reg [2:0] funct3,
  output reg [4:0] rs1,
  output reg [4:0] rs2,
  output reg [6:0] funct7,
  output reg [11:0] imm12,
  output reg [19:0] imm20,
  output reg aluControl,
  output reg regWrite, 
  output reg aluSrcA, 
  output reg aluSrcB, 
  output reg memWrite, 
  output reg branch, 
  output reg jump,
  output reg [1:0] immSrc, 
  output reg [1:0] resultSrc, 
  output reg [1:0] aluOP
);
  always @* begin
    if (rst) begin
      opcode = 0;
      rd = 0;
      funct3 = 0;
      rs1 = 0;
      rs2 = 0;
      funct7 = 0;
      imm12 = 0;
      imm20 = 0;
      aluControl = 0;
      regWrite = 0;
      aluSrcA = 0;
      aluSrcB = 0;
      memWrite = 0;
      branch = 0;
      jump = 0;
      immSrc = 0;
      resultSrc = 0;
      aluOP = 0;
    end else begin
      opcode = in[6:0];
        case (opcode)
        7'b0010011:  
        begin
          rd = in[11:7];
          funct3 = in[14:12];
          rs1 = in[19:15];
          imm12 = in[31:20];
          regWrite = 1;
          immSrc = 2'b00;
          aluSrcA = 0;
          aluSrcB = 1;
          memWrite = 0;
          resultSrc = 2'b01;
          branch = 0;
          aluOP = 2'b00;
          jump = 0;
        end
        7'b0110011:  
        begin
          rd = in[11:7];
          funct3 = in[14:12];
          rs1 = in[19:15];
          rs2 = in[24:20];
          funct7 = in[31:25];
          regWrite = 1;
          aluSrcA = 0;
          aluSrcB = 0;
          memWrite = 0;
          resultSrc = 2'b00;
          branch = 0;
          aluOP = 2'b10;
          jump = 0;
        case ({funct3, funct7[5]})
          5'b00000: aluControl = 3'b011;  
          5'b00001: aluControl = 3'b011;  
          5'b00101: aluControl = 3'b101;  
          5'b00111: aluControl = 3'b011;  
          5'b00110: aluControl = 3'b010;  
          default: aluControl = 3'b000;  
        endcase
        end
        7'b1101111:  
        begin
          rd = in[11:7];
          imm20 = {in[31], in[19:12], in[20], in[30:21], 1'b0};
          regWrite = 1;
          aluSrcA = 0;
          aluSrcB = 1;
          memWrite = 0;
          resultSrc = 2'b01;
          branch = 0;
          jump = 1;
          aluOP = 2'b01;
          aluControl = 3'b000;
        end
        7'b1100011:  
        begin
          rd = 0;
          funct3 = in[14:12];
          rs1 = in[19:15];
          rs2 = in[24:20];
    	  imm12 = {in[31], in[7], in[30:25], in[11:8], 1'b0};
          regWrite = 0;
          aluSrcA = 0;
          aluSrcB = 0;
          memWrite = 0;
          resultSrc = 2'b00;
          branch = 1;
          jump = 0;
          aluOP = 2'b01;
          aluControl = 3'b000;
        end
          7'b0100011:  
          begin
            rd = 0;
            funct3 = in[14:12];
            rs1 = in[19:15];
            rs2 = in[24:20];
            imm12 = {in[31:25], in[11:7]};
            regWrite = 0;
            aluSrcA = 0;
            aluSrcB = 1;
            memWrite = 1;
            resultSrc = 2'b00;
            branch = 0;
            jump = 0;
            aluOP = 2'b00;
            aluControl = 3'b000;
          end
        default:
        begin
          rd = 0;
          funct3 = 0;
          rs1 = 0;
          rs2 = 0;
          funct7 = 0;
          imm12 = 0;
          imm20 = 0;
          aluControl = 0;
          regWrite = 0;
          aluSrcA = 0;
          aluSrcB = 0;
          memWrite = 0;
          branch = 0;
          jump = 0;
          immSrc = 0;
          resultSrc = 0;
          aluOP = 0;
        end
      endcase
    end
  end
endmodule
==> flow/run.sh <==
#!/bin/bash
# OpenROAD 26Q1-2900-gdf79404cd8, Yosys 0.63+post, stock flow scripts
make -C /OpenROAD-flow-scripts/flow DESIGN_CONFIG=/design/flow/config.mk WORK_HOME=/design/flow/orfs finish
==> flow/config.mk <==
export PLATFORM = sky130hd
export DESIGN_NAME = riscvcore
export DESIGN_NICKNAME = riscvcore
export VERILOG_FILES = /design/flow/design.v
export SDC_FILE = /design/flow/constraint.sdc
export NUM_CORES = 4
export LEC_CHECK = 1
export CORE_UTILIZATION = 30
==> flow/constraint.sdc <==
current_design riscvcore

set clk_period 9.0
set clk_io_pct 0.2

create_clock -name clk0 -period $clk_period [get_ports {clk}]

set non_clock_inputs [all_inputs -no_clocks]
set_input_delay [expr $clk_period * $clk_io_pct] -clock clk0 $non_clock_inputs
set_output_delay [expr $clk_period * $clk_io_pct] -clock clk0 [all_outputs]
==> results.txt <==
Flow results.

- For this block, the initial DRC count from the detailed router was 166.
- The nature of the critical path startpoint is an input port.
- The routed design has approximately 8600 microns of wire.
- Ranked by total cell area, the synthesized netlist is headed by sky130_fd_sc_hd__edfxtp_1 27%, sky130_fd_sc_hd__dlxtn_1 9.8%, sky130_fd_sc_hd__dfxtp_1 9.0%.
- The synthesized instance count is 406.
- The remaining global-route overflow is 0.
- The vertical die dimension reported for this design is between 100 and 150 microns.
- The layout filler cell count is 1,308.
- Max fanout on the critical path was recorded as 12.
- Yosys mapped the design onto 58 distinct sky130hd cell types.
- The area taken by flip-flops and latches is 1830 sq um.
- The wire length of the first global-routing pass is around 14,000 microns.
- In the global route stage, overall resource usage came out at 12.9%.
- The die boundary width is 117 microns.
- After synthesis the cells add up to 4000 sq um.
- The number of buffers added on ports is approximately 40.
- Sorting the synthesis cell report by count puts at the top sky130_fd_sc_hd__nor2_1.
- Setup repair after global routing left no endpoint under its margin.
- The worst path needs ~5600 ps of the cycle, external delays included.
- The initial cell density of the core is between 30% and 40%.
- The core footprint is 12,800 sq um.
- The leakage component of the power was reported as about 0.0018 uW.
- Post-CTS timing repair inserted 0 buffers for setup.
- The site row count is 41.
- The antenna diode instance count is 0.
- The first detailed-routing pass ran for 4 iterations.
- The synthesized design contains approximately 80 register bits.
- The share of the synthesized area in the top cell type is a little over a quarter.
- The clock insertion delay at the later pin of the skew report is 290 ps.
- The synthesis log from Yosys contains between 2,000 and 2,500 warnings.
- For this run, asynchronously set or reset flops after synthesis account for 0%.
- The top flip-flop cell by instance count after synthesis is sky130_fd_sc_hd__edfxtp_1.
- The worst slew slack as a fraction of its limit is approximately 55%.
- The average size of a mapped cell is 9.84 sq um.
- Post-synthesis, Yosys gives the total cell area as between 3000 and 4000 sq um.
- The routed layout has 2,903 vias.
- The average wire per standard cell is between 10 and 15 microns.
- In this run, synthesis inferred 36 flip-flops with an integrated enable.
- The critical path data arrival time is 3770 ps.
- Looking at the VDD voltage map, the peak drop is 0.0856 mV.
- The floorplan step defined a die boundary enclosing about 14,000 sq um.
- The clock tree skew after final layout is 10.0 ps.
- Looking at the clock tree report, the H-tree level count equals 2.
- The warning total across the stage logs is 33.
- Clock-pin slew was measured on the worst setup and hold paths at 70 ps.
- The library cell occupying the most area in the post-synthesis netlist is sky130_fd_sc_hd__edfxtp_1.
- The count of endpoints without a timing constraint is 52.
- The highest clock rate this design can be run at is 179 MHz.
- For this design, Yosys synthesis ends with a cell count of 406.
- After synthesis, the most frequently instantiated cells are 41 x sky130_fd_sc_hd__nor2_1, 36 x sky130_fd_sc_hd__buf_4, 36 x sky130_fd_sc_hd__edfxtp_1.
- The count of nets left with antenna violations after detail routing is 0.
- The flow ran to the end, and the final reports show no timing, DRC or antenna violations.
- The classification of the worst setup path is input port to primary output.
- The root buffer cell is sky130_fd_sc_hd__clkbuf_16.
- Relative to the synthesized area, the layout overhead comes to 16.0%.
- The flow reported a cell area power density of 128 nW/um^2.
- The initial antenna violation count was 0.
- The max-slew violation count is 0.
- The count of unresolved DRC violations after routing is 0.
- After clock tree synthesis, the repair step resized 0 gates.
- For reference, the final report shows the hold violation count at 0.
- The post-cts hold-fix buffer tally is 0.
- Per the detail_route report, vias per standard cell equal 4.70.
- The OpenROAD report gives the critical path a required time of approximately 7200 ps.
- The setup TNS after final layout is 0 ps.
- The pin closest to its max-slew limit shows a slew of approximately 670 ps.
- According to the I/O placement log, the pin count is approximately 85.
- The via count of the first global-routing pass came to 2,714.
- The worst hold-check path type is flop to flop.
- Entering global routing, the biggest net connects 30 pins.
- The global placement routability congestion is 0.860.
- The TritonCTS clock tree is done.
- The number of failing setup endpoints in the final timing report is 0.
- The number of buffers created by CTS is 5.
- The timer found 26 register pins that no clock reaches; their paths are not timed.
- The share of cells above drive strength 1 is 7.40%.
- STA classifies the critical path endpoint as a primary output.
- The wire-length estimate of the detail-placed layout is 6610 microns.
- Per the layout area report, the combinational gate area comes to about 1900 sq um.
- In this run the maximum-capacitance check reported violations numbering 0.
- Summing internal, switching and leakage power gives 594 uW.
- Of the available clock period, the critical path in the final layout requires 61.9%.
- The number of buffers between clock root and the deepest sink is 2.
==> metrics by stage <==
step / worst slack [ps] / util [%] / hold slack (ps) / std cells / cell area (sq um)
final: 3430 / 36.2 / 464 / 618 / 4640
after global routing: 3240 / 36.2 / 493 / 618 / 4640
after CTS: 3400 / 36.2 / 465 / 618 / 4640
after detailed placement: 3400 / 34.9 / 454 / 610 / 4470
after global placement: 3410 / 34.9 / 443 / 610 / 4470
after floorplan: 4640 / - / 432 / 441 / 4130
==> kinds of logic (layout without fill, tap and decap cells) <==
family / Yosys count / count (layout) / share of synthesized area (%)
AOI/OAI and AO/OA: 87 / 87 / 14.7
latches: 26 / 26 / 9.77
DFF: 54 / 54 / 36.1
xor gates and xnor gates: 15 / 15 / 3.29
muxes: 31 / 31 / 8.14
other: 1 / 36 / 0.0938
adders and majority gates: 14 / 14 / 4.57
and+or+nand+nor: 119 / 119 / 14.2
buffers and inverters: 59 / 64 / 9.20
==> flip-flops by register name, summed over array words and instances (netlist names) <==
register	flops
memAddr	14
state	4
PC	14
decoder.imm12	12
instr	24
result	12
==> worst paths after layout <==
kind	from	endpoint	slack, ps	depth (start not counted)
setup / recovery	dataRd[2]	wrEn	3430	7
hold / removal	PC[13]$_SDFFE_PP0P_	PC[13]$_SDFFE_PP0P_	460	1
setup reg to reg	state[2]$_DFF_P_	PC[13]$_SDFFE_PP0P_	6160	6
hold reg to reg	PC[13]$_SDFFE_PP0P_	PC[13]$_SDFFE_PP0P_	460	1
==> layout by cell type (no fill, tap or decap), types with 3 or more instances in the layout <==
master                            netlist  routed
sky130_fd_sc_hd__nor2b_1                6       6
sky130_fd_sc_hd__mux2i_1               19      19
sky130_fd_sc_hd__clkbuf_16              0       5
sky130_fd_sc_hd__nor2_1                41      41
sky130_fd_sc_hd__a211oi_1               3       3
sky130_fd_sc_hd__nand2_1               26      26
sky130_fd_sc_hd__nand3_1               12      12
sky130_fd_sc_hd__o22a_1                 4       4
sky130_fd_sc_hd__conb_1                 1      36
sky130_fd_sc_hd__inv_1                  8       8
sky130_fd_sc_hd__o21ai_0               18      18
sky130_fd_sc_hd__nand4_1                3       3
sky130_fd_sc_hd__nor4_1                 4       4
sky130_fd_sc_hd__clkdlybuf4s50_1        0      40
sky130_fd_sc_hd__edfxtp_1              36      36
sky130_fd_sc_hd__nor3_1                 8       7
sky130_fd_sc_hd__xor2_1                 3       3
sky130_fd_sc_hd__o211ai_1               4       4
sky130_fd_sc_hd__dlxtn_1               26      26
sky130_fd_sc_hd__xnor2_1               12      12
sky130_fd_sc_hd__a21oi_1               19      19
sky130_fd_sc_hd__a221oi_1               3       3
sky130_fd_sc_hd__a21o_1                 5       5
sky130_fd_sc_hd__and3_1                 4       4
sky130_fd_sc_hd__dfxtp_1               18      18
sky130_fd_sc_hd__buf_4                 36       8
sky130_fd_sc_hd__a31oi_1                6       6
sky130_fd_sc_hd__ha_1                  13      13
sky130_fd_sc_hd__mux2_2                12      12
==> worst max-delay path, cell delays in order <==
cell and delay, ps:
sky130_fd_sc_hd__clkdlybuf4s50_1 430, sky130_fd_sc_hd__nor2_1 130, sky130_fd_sc_hd__a21oi_1 130, sky130_fd_sc_hd__nor2_1 140, sky130_fd_sc_hd__nand2_1 260, sky130_fd_sc_hd__nor4_1 360
sky130_fd_sc_hd__clkdlybuf4s50_1 520
==> metal layers <==
metal  vias up  track usage [%]  routed length, microns
met5         -                0                       0
met4         0            0.812                      70
met3         5             1.98                     513
met2        81             18.9                    3700
met1      1333             21.5                    4360
li1       1484                -                       -
==> power by group <==
group          leakage, uW  internal, uW  total [uW]  switching [uW]
combinational      0.00104          41.2        81.9            40.7
sequential        0.000686           284         296            12.5
clock            0.0000771           131         216            84.8
==> final cells by class <==
class / count / share of cell area (%)
flip-flops and latches: 80 / 39.5
multi-input cells: 302 / 41.7
inverters: 8 / 0.648
clock inverters: 2 / 0.809
repair buffers: 48 / 9.93
well taps: 172 / 4.64
clock buffers: 6 / 2.78
Power is estimated from default activity; no workload was simulated.
